==> flow/design.v <==
`timescale 1ns / 1ps
module APB_Slave(
    input               pclk,
    input               presetn,
    input               psel,
    input               penable,
    input      [7:0]    paddr,
    input               pwrite,
    input      [31:0]   pwdata,
    output reg [31:0]   prdata,
    output              pready,
    input               system_clk,
    input               sys_resetn,
    output reg [19:0]   clk_divider_limit_o,
    output reg [7:0]    debounce_limit_o,
    output reg [3:0]    scan_timeout_limit_o,
    input               position_fifo_empty_i,      
    input               position_fifo_full_i,      
    input      [5:0]    position_fifo_data_i,       
    input               ascii_fifo_empty_i,         
    input               ascii_fifo_full_i,          
    input      [7:0]    ascii_fifo_data_i,       
    input               key_press_interrupt_i,
    output              fifo_read_enable_o,
    output              key_press_interrupt_o   
);
    parameter REG_CLK_DIV       = 8'h00;
    parameter REG_DEBOUNCE      = 8'h04;
    parameter REG_TIMEOUT       = 8'h08;
    parameter REG_FIFO_STATUS   = 8'h0C;
    parameter REG_INTR_STATUS   = 8'h10;
    parameter REG_POS_DATA      = 8'h14;  
    parameter REG_ASCII_DATA    = 8'h18;  
    parameter REG_CONTROL       = 8'h1C;  
    reg [19:0] clk_div_shadow;
    reg [7:0]  debounce_shadow;
    reg [3:0]  timeout_shadow;
    reg        config_valid_pclk;
    wire       config_ack_system_clk;
    reg        config_ack_sync1, config_ack_pclk;
    always @(posedge pclk or negedge presetn) begin
        if (!presetn) begin
            clk_div_shadow  <= 20'd0;
            debounce_shadow <= 8'd0;
            timeout_shadow  <= 4'd0;
            config_valid_pclk <= 1'b0;
        end else begin
            if (psel && penable && pwrite) begin
                case(paddr)
                    REG_CLK_DIV:    clk_div_shadow <= pwdata[19:0];
                    REG_DEBOUNCE:   debounce_shadow <= pwdata[7:0];
                    REG_TIMEOUT:    timeout_shadow <= pwdata[3:0];
                endcase
                if (paddr == REG_CLK_DIV || paddr == REG_DEBOUNCE || paddr == REG_TIMEOUT) begin
                    config_valid_pclk <= 1'b1;
                end
            end 
            else if (config_ack_pclk) begin
                config_valid_pclk <= 1'b0;
            end
        end
    end
    reg config_valid_sync1, config_valid_system_clk;
    always @(posedge system_clk or negedge sys_resetn) begin
        if (!sys_resetn) begin
            config_valid_sync1      <= 1'b0;
            config_valid_system_clk <= 1'b0;
        end else begin
            config_valid_sync1      <= config_valid_pclk;
            config_valid_system_clk <= config_valid_sync1;
        end
    end
    always @(posedge system_clk or negedge sys_resetn) begin
        if (!sys_resetn) begin
            clk_divider_limit_o  <= 20'd0;
            debounce_limit_o     <= 8'd0;
            scan_timeout_limit_o <= 4'd0;
        end else if (config_valid_system_clk) begin
            clk_divider_limit_o  <= clk_div_shadow;
            debounce_limit_o     <= debounce_shadow;
            scan_timeout_limit_o <= timeout_shadow;
        end
    end
    assign config_ack_system_clk = config_valid_system_clk;
    always @(posedge pclk or negedge presetn) begin
        if (!presetn) begin
            config_ack_sync1 <= 1'b0;
            config_ack_pclk  <= 1'b0;
        end else begin
            config_ack_sync1 <= config_ack_system_clk;
            config_ack_pclk  <= config_ack_sync1;
        end
    end
    reg  intr_flag_system_clk;
    wire intr_clear_pclk = (psel && penable && pwrite && (paddr == REG_CONTROL) && pwdata[0]);
    reg intr_clear_sync1, intr_clear_system_clk;
    always @(posedge system_clk or negedge sys_resetn) begin
        if (!sys_resetn) begin
            intr_clear_sync1      <= 1'b0;
            intr_clear_system_clk <= 1'b0;
        end else begin
            intr_clear_sync1      <= intr_clear_pclk;
            intr_clear_system_clk <= intr_clear_sync1;
        end
    end
    always @(posedge system_clk or negedge sys_resetn) begin
        if (!sys_resetn) begin
            intr_flag_system_clk <= 1'b0;
        end else if (key_press_interrupt_i) begin
            intr_flag_system_clk <= 1'b1;  
        end else if (intr_clear_system_clk) begin
            intr_flag_system_clk <= 1'b0;  
        end
    end
    reg intr_flag_sync1, intr_flag_pclk;
    always @(posedge pclk or negedge presetn) begin
        if (!presetn) begin
            intr_flag_sync1 <= 1'b0;
            intr_flag_pclk  <= 1'b0;
        end else begin
            intr_flag_sync1 <= intr_flag_system_clk;
            intr_flag_pclk  <= intr_flag_sync1;
        end
    end
    assign key_press_interrupt_o = intr_flag_pclk;
    reg pos_fifo_full_sync1, pos_fifo_full_pclk;
    reg ascii_fifo_full_sync1, ascii_fifo_full_pclk;
    always @(posedge pclk or negedge presetn) begin
        if (!presetn) begin
            pos_fifo_full_sync1  <= 1'b0;
            pos_fifo_full_pclk   <= 1'b0;
            ascii_fifo_full_sync1<= 1'b0;
            ascii_fifo_full_pclk <= 1'b0;
        end else begin
            pos_fifo_full_sync1  <= position_fifo_full_i;
            pos_fifo_full_pclk   <= pos_fifo_full_sync1;
            ascii_fifo_full_sync1<= ascii_fifo_full_i;
            ascii_fifo_full_pclk <= ascii_fifo_full_sync1;
        end
    end
    wire fifo_read_req_pclk = (psel && penable && pwrite && (paddr == REG_CONTROL) && pwdata[1]);
    reg fifo_read_req_sync1, fifo_read_req_system_clk;
    always @(posedge system_clk or negedge sys_resetn) begin
        if (!sys_resetn) begin
            fifo_read_req_sync1     <= 1'b0;
            fifo_read_req_system_clk<= 1'b0;
        end else begin
            fifo_read_req_sync1     <= fifo_read_req_pclk;
            fifo_read_req_system_clk<= fifo_read_req_sync1;
        end
    end
    assign fifo_read_enable_o = fifo_read_req_system_clk;
    always @(posedge pclk or negedge presetn) begin
        if (!presetn) begin
            prdata <= 32'h0;
        end else if (psel && penable && !pwrite) begin
            case(paddr)
                REG_CLK_DIV:     prdata <= {12'h0, clk_div_shadow};
                REG_DEBOUNCE:    prdata <= {24'h0, debounce_shadow};
                REG_TIMEOUT:     prdata <= {28'h0, timeout_shadow};
                REG_FIFO_STATUS: prdata <= {28'h0,
                                            ascii_fifo_full_pclk,
                                            ascii_fifo_empty_i,
                                            pos_fifo_full_pclk,
                                            position_fifo_empty_i};
                REG_INTR_STATUS: prdata <= {31'h0, intr_flag_pclk};
                REG_POS_DATA:    prdata <= {26'h0, position_fifo_data_i};
                REG_ASCII_DATA:  prdata <= {24'h0, ascii_fifo_data_i};
                default:         prdata <= 32'h0;
            endcase
        end else begin
            prdata <= 32'h0;
        end
    end
    assign pready = 1'b1;
endmodule
==> flow/run.sh <==
#!/bin/bash
# OpenROAD 26Q1-2900-gdf79404cd8, Yosys 0.63+post, stock flow scripts
make -C /OpenROAD-flow-scripts/flow DESIGN_CONFIG=/design/flow/config.mk WORK_HOME=/design/flow/orfs finish
==> flow/config.mk <==
export PLATFORM = sky130hd
export DESIGN_NAME = APB_Slave
export DESIGN_NICKNAME = APB_Slave
export VERILOG_FILES = /design/flow/design.v
export SDC_FILE = /design/flow/constraint.sdc
export NUM_CORES = 4
export LEC_CHECK = 1
export CORE_UTILIZATION = 50
==> flow/constraint.sdc <==
current_design APB_Slave

set clk_period 1.8
set clk_io_pct 0.2

create_clock -name clk0 -period $clk_period [get_ports {pclk}]
create_clock -name clk1 -period $clk_period [get_ports {system_clk}]

set non_clock_inputs [all_inputs -no_clocks]
set_input_delay [expr $clk_period * $clk_io_pct] -clock clk0 $non_clock_inputs
set_output_delay [expr $clk_period * $clk_io_pct] -clock clk0 [all_outputs]
==> flow_summary.toml <==
# generated from flow reports
[floorplan]
boundaryPins = 133
fp-utilization_pct = 52.23
core_um2 = 7807
num_rows = 32
fp.dieH_um = 92.31
die_x_um = 92.31
dieArea_um2 = 8520

[global_routing]
grt_use_met3_pct = 6.015
use_met1_pct = 37.85
grt-ovfl-total = 0
grt_pass1_wl_um = 13810
grt_max_degree = 62
antenna_found_initial = 0
grt_busiest_layer = "met1"
grt_usage_pct = 22.60
first_global_vias = 2638
grt_use_met2_pct = 32.35

[run]
cap_violations = 0
warning_count = 39

[worst_setup_path]
crit_start = "paddr[1]"
r2r_cells = 3
critPathSlowestCell = "clkdlybuf4s50_1"
cp.required_ns = 2.07
critPathCaptureType = "flip-flop"
timing.rr.end = "prdata[3]"
start_kind = "primary input"
worstSetupEndpoint = "prdata[18]"
r2r_start = "debounce_shadow[3]"
cp.depth = 7
reg2reg_slack_ns = 0.53
cp_num_buf_inv = 3
critPathMostFrequentCell = "buf_4"
max_stage_delay_ns = 0.40
cp_data_arrival_time_ns = 1.95
critPathTopFamily = "buffers and inverters"
path_cells = "clkdlybuf4s50_1, nor2_1, buf_4, nand2_1, nor4_4, buf_4, and2_1"
crit_type = "in2reg"
worstPathMaxFanout = 6

[final_timing]
whs_ns = 0.01732
finalHoldViolations = 0
setup_viol = 0
clock_skew_ns = 0.006039
rsz0062_at_grt = "false"
slew_violations = 0

[drt]
vias_per_cell = 5.043
antenna_cells = 0
wl_um = 8604
ant_nets = 0
vias = 2607
drc_errors = 0
avgRoutedWirePerCell_um = 16.64
first_pass_iters = 4
drt_iter0_drc = 95

[synthesis]
top_cell_area_share_pct = 61.37
yosysUniqueCellTypes = 35
yosysWarnings = 1
yosysTopAreaCell = "dfrtp_1"
edf_count = 0
ys_seq_share_pct = 61.37
synth_area_per_cell_um2 = 15.27
ys_cells = 267
synth_top_flop_cell = "dfrtp_1"
postSynthCellCount = 267
async_reset_ff_share_pct = 100.0
synth_flops = 100
topCellsByArea = "dfrtp_1 (61%), mux2_2 (12%), mux2_4 (8.8%), buf_4 (2.4%), and2_1 (2.3%)"
syn_area_um2 = 4078
ys_area_um2 = 4078

[clocking]
ctsHoldBuffers = 0
cts_tree = "done"
cts.sinks = 100
path_clk_slew_ns = 0.08
cts_resized = 0
cts_setup_buffers = 0

[layout]
finish.utilization_pct = 73.32
final_cell_mix = "dfrtp_1 (100), clkdlybuf4s50_1 (100), mux2_2 (43), buf_4 (31), mux2_4 (24)"
area_growth_pct = 40.38
layout-drive-gt1-share_pct = 32.29

[placement]
io_buffers = 106
dp_hpwl_um = 5927
gp_congestion = 0.8267

[outcome]
status = "finished clean"

[power_and_ir_drop]
power.density_nw_per_um2 = 788.1
power.leakage_uw = 0.002796
peakVddDrop_uv = 572.6
p_total_uw = 4511

[min_path]
hold_class = "in2async"
[stage by stage]
step	instance area (um2)	setup TNS, ns	worst slack, ns	cells
3_3_place_gp	5408	-13.63	-0.3121	493
3_5_place_dp	5408	-13.54	-0.3143	493
5_1_grt	5724	0	0.03657	517
4_1_cts	5698	0	0.03347	516
6_report	5724	0	0.1246	517
2_1_floorplan	4119	0	0.2819	278
[cell type report]
| type | instances | area, um2 |
|---|---|---|
| flip-flops and latches | 100 | 2502 |
| multi-input cells | 151 | 1446 |
| inverters | 1 | 3.754 |
| well taps | 102 | 127.6 |
| fillers | 518 | 2083 |
| clock inverters | 4 | 48.80 |
| clock buffers | 19 | 241.5 |
| repair buffers | 140 | 1354 |
[synthesized netlist by cell type (2+ instances only)]
master      n
a22o_1      5
conb_1      2
buf_6       3
a22oi_1     3
nand3_1     6
and3_1      3
buf_2       5
mux2_4     24
a31oi_1     2
nand3_4     2
clkbuf_1    2
dfrtp_1   100
a21oi_1     6
nor2_1      5
nor2b_1     2
mux2_2     43
nand2_1     3
a32oi_1     3
and2_1     15
buf_4      13
buf_1       3
mux4_2      3
mux2i_1     2
[layer usage]
layer,share of wire [%],routed length [um]
met1,46,3940
met2,44,3820
met3,7.7,659
met4,2.1,184
met5,0,0
[cell families (layout without fill, tap and decap cells)]
family / Yosys count / after routing / share of synthesized area [%]
flops: 100 / 100 / 61.37
buf+inv: 27 / 164 / 4.388
simple gates: 45 / 45 / 7.579
other cells: 2 / 13 / 0.1842
compound gates: 21 / 21 / 3.621
mux: 72 / 72 / 22.86
[worst min path at each step]
stage                 startpoint                  end  cells past startpoint  slack (ns)
after CTS                presetn   debounce_shadow[5]                      2        0.03
after global routing  sys_resetn  debounce_limit_o[2]                      2        0.04
final                 sys_resetn  debounce_limit_o[5]                      2        0.02
[registers in the layout, indices dropped and copies added (netlist names), 4 cells and up]
register and count:
clk_div_shadow 20, clk_divider_limit_o 20, debounce_limit_o 8, debounce_shadow 8
prdata 20, scan_timeout_limit_o 4, timeout_shadow 4
[where the power goes]
part / total, uW / switching (uW) / internal [uW]
clock: 1850 / 835 / 1020
combinational: 359 / 146 / 213
sequential: 2300 / 17.7 / 2280
Power figures rest on the tool's default switching activity, not on a simulated workload.
